### ./config.mk
export PLATFORM = sky130hd
export DESIGN_NAME = lecture7
export DESIGN_NICKNAME = lecture7
export VERILOG_FILES = /design/flow/design.v
export SDC_FILE = /design/flow/constraint.sdc
export NUM_CORES = 4
export LEC_CHECK = 1
export CORE_UTILIZATION = 30
### ./design.v
`timescale 1ns / 1ps
module fsm(
    input clk,
    input reset,
    input pd1,
    input pd2,
    output reg [1:0] state,
    output reg [7:0] occupancy
    );
    parameter IDLE = 0;
    parameter ENTER = 1;
    parameter EXIT = 2;
    reg [1:0] next_state;
    reg [7:0] next_occupancy;
    always @(posedge clk or posedge reset)
      if (reset) begin
        state <= IDLE;
        occupancy <= 0;
     end else begin
        state <= next_state;
        occupancy <= next_occupancy;
     end
    always @(*)
    begin
       next_state = state;   
       next_occupancy = occupancy;   
       case (state)
         IDLE: 
            begin
               if (pd1) 
                 next_state = ENTER;
               else if (pd2)
                 next_state = EXIT;
            end
         ENTER:
            begin
              if (pd2) begin
                  next_state = IDLE;
                  next_occupancy = occupancy + 1;
                end
            end
         EXIT:
           begin
             if (pd1) begin
                 next_state = IDLE;
                 if (occupancy > 0)
                    next_occupancy = occupancy - 1;
                end
           end
         default: begin
         end
       endcase
     end  
endmodule
module button_pulse(
		    input clk,
		    input raw_button,
		    output button_pulse
		    );
    localparam N = 3;
    reg [N - 1:0] Q_reg;
    always @(posedge clk)
    begin
        Q_reg <= {Q_reg[N - 2:0], raw_button};
    end
    assign button_pulse = (&Q_reg[N - 2:0]) & ~Q_reg[N-1];
endmodule
module lecture7(
      input clk,
      input reset,
      input pd1_button,
      input pd2_button,
      output [1:0] fsm_state,
      output [6:0] inv_leds,
      output [7:0] enb_leds  
    );
    wire pd1, pd2;
    wire [7:0] occupancy;
    wire [11:0] occ_bcd;
    button_pulse u_pd1 (clk, pd1_button, pd1);
    button_pulse u_pd2 (clk, pd2_button, pd2);
    fsm u1_fsm (clk, reset, pd1, pd2, fsm_state, occupancy);
   doubdab u5 (occupancy, occ_bcd);
   sseg u6 (clk, occ_bcd, 1'b0, inv_leds, enb_leds);
endmodule
module sseg(
    input clk,
    input [11:0] b_in,
    input sign,
    output [6:0] inv_leds,
    output [7:0] enb_leds 
    );
    wire [6:0] leds;
    wire [3:0] b_sel;
    wire [1:0] cnt;
    cnt_4digs u3 (.clk(clk), .cnt(cnt));
    decode_enb u4 (.cnt(cnt), .enb_leds(enb_leds));
    mux_dig u5 (.cnt(cnt), .sign(sign), .b_in(b_in), .b_sel(b_sel));
    bin_to_leds u1 (.b_in(b_sel), .leds(leds));
    invert7 u2 (.a(leds), .x(inv_leds));
endmodule
module cnt_4digs(
    input clk,
    output [1:0] cnt
    );
    reg [15:0] cntbig;
    always @(posedge clk)
    begin
        cntbig <= cntbig + 1;
    end
    assign cnt = cntbig[15:14];
endmodule    
module mux_dig(
    input [1:0] cnt,
    input [11:0] b_in,
    input sign,
    output reg [3:0] b_sel
    );
    always @(cnt)
        case(cnt)
            0: b_sel = b_in[3:0];
            1: b_sel = b_in[7:4];
            2: b_sel = b_in[11:8];
            3: if(sign) b_sel = 4'b1111; 
               else b_sel = 4'b1110;
        endcase
endmodule    
module decode_enb(
    input [1:0] cnt,
    output reg [7:0] enb_leds
    );
    always @(cnt)
        case(cnt)
            0: enb_leds = 8'b11111110;
            1: enb_leds = 8'b11111101;
            2: enb_leds = 8'b11111011;
            3: enb_leds = 8'b11110111;
        endcase    
endmodule
module invert7(
    input [6:0] a,
    output [6:0] x  
    );
    assign x = ~a;
endmodule
module bin_to_leds(
    input [3:0] b_in,
    output reg [6:0] leds  
    );
    always @(b_in)
        case(b_in)
            0: leds = 7'b0111111;
            1: leds = 7'b0000110;
            2: leds = 7'b1011011;
            3: leds = 7'b1001111;
            4: leds = 7'b1100110;
            5: leds = 7'b1101101;
            6: leds = 7'b1111101;
            7: leds = 7'b0000111;
            8: leds = 7'b1111111;
            9: leds = 7'b1101111;
            14: leds = 7'b0000000;   
            15: leds = 7'b1000000;   
            default: leds = 7'bxxxxxxx;
        endcase
endmodule
module dd_add3(
    input [3:0] i,
    output reg [3:0] o
    );
    always @(*)
        case(i)
            0: o = 0;
            1: o = 1;
            2: o = 2;
            3: o = 3;
            4: o = 4;
            5: o = 8;
            6: o = 9;
            7: o = 10;
            8: o = 11;
            9: o = 12;
            default: o = 0;
         endcase
endmodule
module doubdab(
    input [7:0] b_in,
    output [11:0] b_out
    );
    wire [11:0] a0, a1, a2, a3, a4, a5;
    assign a0 = {4'b0,b_in};
    dd_add3 u1 (a0[8:5],a1[8:5]);
    assign a1[11:9] = a0[11:9];    
    assign a1[4:0] = a0[4:0];
    dd_add3 u2 (a1[7:4],a2[7:4]);
    assign a2[11:8] = a1[11:8];    
    assign a2[3:0] = a1[3:0];
    dd_add3 u3 (a2[6:3],a3[6:3]);
    assign a3[11:7] = a2[11:7];    
    assign a3[2:0] = a2[2:0];
    dd_add3 u4 (a3[5:2],a4[5:2]);
    dd_add3 u6 (a3[9:6],a4[9:6]);
    assign a4[11:10] = a3[11:10];    
    assign a4[1:0] = a3[1:0]; 
    dd_add3 u5 (a4[4:1],a5[4:1]);
    dd_add3 u7 (a4[8:5],a5[8:5]);
    assign a5[11:9] = a4[11:9];    
    assign a5[0] = a4[0]; 
    assign b_out = a5;
endmodule
### ./run.sh
#!/bin/bash
# OpenROAD 26Q1-2900-gdf79404cd8, Yosys 0.63+post, stock flow scripts
make -C /OpenROAD-flow-scripts/flow DESIGN_CONFIG=/design/flow/config.mk WORK_HOME=/design/flow/orfs finish
### ./constraint.sdc
current_design lecture7

set clk_period 7.8
set clk_io_pct 0.2

create_clock -name clk0 -period $clk_period [get_ports {clk}]

set non_clock_inputs [all_inputs -no_clocks]
set_input_delay [expr $clk_period * $clk_io_pct] -clock clk0 $non_clock_inputs
set_output_delay [expr $clk_period * $clk_io_pct] -clock clk0 [all_outputs]
==> impl_results.rst <==
Physical design figures
=======================

.. list-table::
   :header-rows: 1

   * - Metric
     - Value
   * - Number of warnings in the stage logs
     - 32
   * - Count of maximum capacitance violations
     - 0
   * - Avg WL per Cell
     - 11.7 um
   * - Number of standard cells reported by yosys
     - 278
   * - P_leak
     - 0.00108 uW
   * - Total detailed-routing wirelength
     - 4590 um
   * - Hold crit path type
     - flip-flop to flip-flop
   * - TritonCTS clock tree
     - yes
   * - Post-CTS Setup Inserts
     - 0
   * - Via Count
     - 1971
   * - Crit start category
     - flip-flop
   * - Die boundary height
     - between 90 and 100 um
   * - Critical path's slowest cell
     - sky130_fd_sc_hd__dfrtp_1
   * - Die X-Extent
     - 92.4 um
   * - Top post-synthesis cells by area
     - sky130_fd_sc_hd__dfxtp_1 (18%), sky130_fd_sc_hd__dfrtp_1 (10%), sky130_fd_sc_hd__ha_1 (8.2%)
   * - R2R depth
     - 10
   * - Worst hold path depth
     - 0
   * - Global-route wire length before repair
     - 7980 um
   * - Part of the cycle the worst path needs
     - 66.9%
   * - Clock Skews
     - 0.0127 ns
   * - Synthesized cell area
     - 2450 um2
   * - Number of global-route vias before repair
     - roughly 1800
   * - Register area share after synthesis
     - 28.2%
   * - Count of different cell masters after synthesis
     - 67
   * - Max Buffers Root-to-Sink
     - 2
   * - Post-synthesis async set-or-reset flop share
     - 31.3%
   * - Crit Path Category
     - flip-flop to primary output
   * - Buffer and inverter count on the worst path
     - 3
   * - Worst Hold Launch
     - u_pd1.Q_reg[0]
   * - Diodes inserted
     - 0
   * - Critical path cell sequence
     - nand2b_1 -> nor3_2 -> o21ai_0 -> o221ai_2 -> o21ai_0 -> a221o_1 -> inv_1 -> ha_1 -> inv_1 -> o21ai_0 -> o21a_1 -> clkdlybuf4s50_1
   * - H-tree levels
     - 2
   * - Start of the worst register-to-register path
     - u1_fsm.state[0]
   * - Register bank with the most flops
     - u6.u3.cntbig
   * - R2r endpoint
     - u1_fsm.occupancy[7]
   * - Worst Hold Path EP
     - u_pd1.Q_reg[1]
   * - Cts bufs inserted
     - 5
   * - Fraction of final layout cells with drive strength greater than 1
     - between 8 and 9%
   * - Peak clock frequency supported by timing
     - 192 MHz
   * - Unrepaired setup endpoints after global routing
     - no
   * - Post-DRT Antenna Nets
     - 0
   * - Effective utilization at floorplan
     - a little under a third
   * - Number of synthesis warnings
     - 7
   * - Minimum period implied by the final worst setup slack
     - 5.22 ns
   * - Clock latency on the worst-skew pair
     - 0.29 ns
   * - Number of resized instances in the post-cts repair step
     - 0
   * - Number of flip-flops in the largest register
     - 16
   * - Root Buffer
     - sky130_fd_sc_hd__clkbuf_8
   * - Number of DRC markers after the initial detailed-route iteration
     - roughly 110
   * - Family with the most delay on the worst path
     - AND-OR/OR-AND gates
   * - Maximum number of pins on one net before global-route repair
     - 25
   * - Half-perimeter wire length of the detailed placement result
     - 3310 um
   * - Clock-pin slew on the worst setup and hold paths
     - approximately 0.070 ns
   * - IR drop worst, VDD
     - 0.242 mV
   * - Relative area change from synthesis to final layout
     - 12.4%
   * - Drt pass-1 iters
     - 4
   * - Synthesized chip area reported by yosys
     - between 2000 and 2500 um2
   * - Boundary Pins
     - 21
   * - Nature of the critical path endpoint
     - primary output
   * - Vias/cell
     - 5.04
   * - Worst Slack Setup Final
     - 2.58 ns
   * - Status
     - finished, final reports clean
   * - Most common cell type on the critical path
     - sky130_fd_sc_hd__o21ai_0
   * - Overall global routing resource usage
     - between 10 and 15%
   * - Sink Count
     - 32
   * - Pre-CTS worst setup slack
     - 2.88 ns
   * - Count of endpoints failing setup in the final report
     - 0
   * - Max-slew headroom
     - 48.5%
   * - Mean area per synthesized cell
     - 8.82 um2
   * - Arrival time at the worst endpoint
     - 3.66 ns
   * - Total negative setup slack
     - 0 ns
   * - Final GP Congestion
     - about 0.83
   * - Number of buffers added on ports
     - 16
   * - Largest fanout of any net on the critical path
     - 24
   * - Sequential Area
     - 691 um2
   * - Total die size
     - 8540 um2
   * - Reg-to-reg slack, setup
     - 5.06 ns
   * - Total global routing overflow
     - 0
   * - Core area
     - just under 8000 um2
   * - Cells after Synth
     - 278
   * - Fraction of post-synthesis cell area in the top cell type by area
     - 18.0%
   * - Number of enable flip-flop cells
     - 0
   * - Multi-input logic area
     - ~1600 um2
   * - Fill cell total of the finished layout
     - 808
   * - Post-layout util
     - about a third
   * - Power density over the cells
     - 440 nW/um2
   * - Max-slew violation total from the final report
     - 0
   * - Yosys top cell by area
     - sky130_fd_sc_hd__dfxtp_1
   * - Biggest registers after layout
     - u6.u3.cntbig: 16 flops, u1_fsm.occupancy: 8 flops
   * - Worst Max-Slew Pin Slew
     - 0.772 ns
   * - Max stage delay on crit path
     - 0.79 ns
   * - Worst endpoint required time
     - 6.24 ns
   * - Dominant register cell in the synthesized netlist
     - sky130_fd_sc_hd__dfxtp_1
   * - Number of storage elements in the synthesis netlist
     - 32
   * - Initial antenna violation count
     - 0
   * - Final Hold Vio Count
     - 0
   * - # rows
     - 32
   * - Hold buffer count at CTS
     - 0
   * - DRC Markers
     - 0
==> worst register-to-register path: stages, from the launching register on <==
cell                      delay, ns
sky130_fd_sc_hd__dfrtp_1       0.44
sky130_fd_sc_hd__inv_1         0.10
sky130_fd_sc_hd__ha_1          0.40
sky130_fd_sc_hd__ha_1          0.31
sky130_fd_sc_hd__a21o_1        0.18
sky130_fd_sc_hd__a21oi_1       0.23
sky130_fd_sc_hd__nor2b_1       0.08
sky130_fd_sc_hd__o21a_1        0.19
sky130_fd_sc_hd__o41ai_1       0.30
sky130_fd_sc_hd__mux2i_1       0.31
sky130_fd_sc_hd__xnor2_1       0.09
==> cell families after synthesis <==
family,after synthesis,share of synthesized area (%)
and+or+nand+nor,96,21.9
AOI/OAI and AO/OA,75,23.4
DFF,32,28.2
buffers and inverters,31,7.55
xor gates and xnor gates,24,8.88
adders and majority gates,17,8.98
muxes,2,0.969
other,1,0.153
==> cells in the mapped netlist (5+ instances only) <==
| master | n |
|---|---|
| sky130_fd_sc_hd__nor3_1 | 5 |
| sky130_fd_sc_hd__nor2b_1 | 6 |
| sky130_fd_sc_hd__nand3_1 | 12 |
| sky130_fd_sc_hd__ha_1 | 16 |
| sky130_fd_sc_hd__buf_6 | 5 |
| sky130_fd_sc_hd__a21oi_1 | 11 |
| sky130_fd_sc_hd__nor2_1 | 16 |
| sky130_fd_sc_hd__nand2b_1 | 9 |
| sky130_fd_sc_hd__dfrtp_1 | 10 |
| sky130_fd_sc_hd__o21a_1 | 5 |
| sky130_fd_sc_hd__xnor2_1 | 16 |
| sky130_fd_sc_hd__dfxtp_1 | 22 |
| sky130_fd_sc_hd__buf_4 | 7 |
| sky130_fd_sc_hd__xor2_1 | 7 |
| sky130_fd_sc_hd__o21ai_0 | 19 |
| sky130_fd_sc_hd__nand2_1 | 21 |
| sky130_fd_sc_hd__inv_1 | 12 |
| sky130_fd_sc_hd__a21o_1 | 5 |
==> per-stage QoR <==
stage	hold WS (ns)	area (um2)	total power (uW)	cells
5_1_grt	0.349	2760	1330	391
6_report	0.341	2760	1210	391
2_1_floorplan	0.331	2460	874	281
3_3_place_gp	0.335	2630	1040	383
4_1_cts	0.351	2760	1220	391
3_5_place_dp	0.340	2630	1040	383
==> layout by cell type, fill, tap and decap left out, types with 2 or more instances in the layout <==
master and instances:
sky130_fd_sc_hd__nand3_1 12, sky130_fd_sc_hd__and3_1 4, sky130_fd_sc_hd__clkbuf_8 7, sky130_fd_sc_hd__and4b_1 2, sky130_fd_sc_hd__nor2_1 16, sky130_fd_sc_hd__buf_4 2, sky130_fd_sc_hd__xnor2_1 16, sky130_fd_sc_hd__a21o_1 5
sky130_fd_sc_hd__nor2b_1 6, sky130_fd_sc_hd__nor3_1 5, sky130_fd_sc_hd__nand2_1 21, sky130_fd_sc_hd__o21a_1 5, sky130_fd_sc_hd__dfrtp_1 10, sky130_fd_sc_hd__o21ai_1 4, sky130_fd_sc_hd__o21bai_1 2, sky130_fd_sc_hd__xor2_1 7
sky130_fd_sc_hd__inv_1 12, sky130_fd_sc_hd__nand3b_1 2, sky130_fd_sc_hd__o22ai_1 2, sky130_fd_sc_hd__nand2b_1 9, sky130_fd_sc_hd__o31ai_1 3, sky130_fd_sc_hd__ha_1 16, sky130_fd_sc_hd__nor4bb_1 2, sky130_fd_sc_hd__nor3b_1 4
sky130_fd_sc_hd__clkdlybuf4s50_1 16, sky130_fd_sc_hd__a211oi_1 3, sky130_fd_sc_hd__a21oi_1 11, sky130_fd_sc_hd__o221ai_2 2, sky130_fd_sc_hd__a31oi_1 2, sky130_fd_sc_hd__dfxtp_1 22, sky130_fd_sc_hd__conb_1 4, sky130_fd_sc_hd__and2_1 2
sky130_fd_sc_hd__o21ai_0 19
==> worst max path at each step <==
stage,end,depth (start not counted),startpoint,slack (ns)
CTS,inv_leds[3],12,u1_fsm.occupancy[5],2.56
global route,inv_leds[3],12,u1_fsm.occupancy[5],2.21
finish,inv_leds[3],12,u1_fsm.occupancy[5],2.58
==> layout make-up <==
type	instances	area share, %
Multi-Input combinational cell	218	57.6
Inverter	13	1.77
Timing Repair Buffer	18	6.35
Clock inverter	1	1.09
Sequential cell	32	25.1
Tap cell	102	4.63
Clock buffer	7	3.50
==> power by group <==
part           switching, uW  total [uW]  internal, uW
Sequential              94.4         287           192
Combinational            370         754           384
Clock                   59.6         172           113
Total                    524        1210           689
==> routing by layer <==
layer / share of wire [%] / track usage (%) / vias up
li1: - / - / 1016
met1: 51 / 17.4 / 910
met2: 44 / 17.7 / 37
met3: 3.6 / 1.59 / 8
met4: 1.2 / 0.911 / 0
met5: 0 / 0 / -
Power and IR drop assume default switching activity.
